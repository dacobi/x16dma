<file path="design.v">
`timescale 1ns / 1ps
module top(
    input wire CS,
    input wire PHI2,
    inout RWB,
    output RDY,
    inout [15:0] addr,
    inout [7:0] data    
    );
    reg TXEN;
    reg WRITE;
    reg WRITENEXT;
    reg WAIT;
    wire [4:0] regaddr;
    reg [7:0] dbyte;
    reg [15:0] sadd;
    reg [15:0] sinc;
    reg [15:0] dadd;
    reg [15:0] dinc;
    reg [15:0] count;
    reg [7:0] tmpdata;
    reg [15:0] tmpaddr;
    initial begin
        TXEN = 0;
        WRITE = 0;
        WRITENEXT = 0;
        WAIT = 1;
    end
    always @(posedge PHI2) begin
        if(TXEN == 1) begin
            if(count > 0) begin
                if(WRITENEXT) begin
                    if(WAIT) begin
                        tmpaddr <= dadd;
                        tmpdata <= dbyte;
                        WRITE <= 1;                        
                        WAIT <= 0;
                    end
                    else begin                    
                        count <= count - 1;
                        dadd <= dadd + dinc;
                        WRITE <= 0;
                        WRITENEXT <= 0;
                        WAIT <= 1;                               
                    end
                end
                else begin
                    if(WAIT) begin
                        tmpaddr <= sadd;                        
                        WAIT <= 0;
                    end
                    else begin
                        dbyte <= data;
                        sadd <= sadd + sinc;
                        WAIT <= 1;
                        WRITENEXT <= 1;                                        
                    end 
                end
            end 
            else begin
                TXEN <= 0;
                WRITE <= 0;
            end            
        end
        else begin
            if(CS == 1) begin            
                if(RWB == 1) begin
                    WRITE <= 0;
                    case(regaddr)
                        5'b00000 : sadd[7:0] <= data;
                        5'b00001 : sadd[15:8] <= data;
                        5'b00010 : sinc[7:0] <= data;
                        5'b00011 : sinc[15:8] <= data;
                        5'b00100 : dadd[7:0] <= data;
                        5'b00101 : dadd[15:8] <= data;
                        5'b00110 : dinc[7:0] <= data;
                        5'b00111 : dinc[15:8] <= data;
                        5'b01000 : begin
                                count[7:0] = data;
                                if(count > 0) begin
                                    WAIT <= 1;
                                    TXEN <= 1;
                                    WRITENEXT <= 0;    
                                end                                                                       
                                end
                        5'b01001 : count[15:8] <= data;
                        default: TXEN <= 0;         
                    endcase         
                end
                else begin
                    WRITE <= 1;
                    tmpdata <= 0;            
                end
            end            
            else begin
                WRITE <= 0;
                TXEN <= 0;
            end        
        end                  
    end
    assign regaddr = addr[4:0];
    assign RWB = TXEN ? WRITE : 1'bZ;
    assign RDY = TXEN ? 1'b0 : 1'bZ;
    assign data = WRITE ? tmpdata : 8'bZ;
    assign addr = TXEN ? tmpaddr : 16'bZ;
endmodule
</file>
<file path="run.sh">
#!/bin/bash
# OpenROAD 26Q1-2900-gdf79404cd8, Yosys 0.63+post, stock flow scripts
make -C /OpenROAD-flow-scripts/flow DESIGN_CONFIG=/design/flow/config.mk WORK_HOME=/design/flow/orfs finish
</file>
<file path="config.mk">
export PLATFORM = sky130hd
export DESIGN_NAME = top
export DESIGN_NICKNAME = top
export VERILOG_FILES = /design/flow/design.v
export SDC_FILE = /design/flow/constraint.sdc
export NUM_CORES = 4
export LEC_CHECK = 1
export CORE_UTILIZATION = 30
</file>
<file path="constraint.sdc">
current_design top

set clk_period 5.3
set clk_io_pct 0.2

create_clock -name clk0 -period $clk_period [get_ports {PHI2}]

set non_clock_inputs [all_inputs -no_clocks]
set_input_delay [expr $clk_period * $clk_io_pct] -clock clk0 $non_clock_inputs
set_output_delay [expr $clk_period * $clk_io_pct] -clock clk0 [all_outputs]
</file>
==> run notes <==
yosys + openroad results -> post-synth area from yosys stat roughly 6000 um2, multiplexer area fraction after synthesis under 10%, yosys xor share between 4 and 5%, total number of yosys warnings 5, prevailing logic family in the synthesized netlist AND-OR/OR-AND gates, die y size ~140 um, post-synthesis share of cell area spent on full adders, half adders and majority gates 7.01%, Post-synth seq share a little under three fifths, fp util between 30% and 40%, dominant register cell in the synthesized netlist edfxtp_1, Clock Sinks ~120, half-perimeter wire length after placement around 10000 um, proportion of register bits with asynchronous set or reset after synthesis 0%, H-tree levels 4, Resized Gates After CTS 0, Synthesized registers roughly 120, synthesized instance count slightly above 500, setup repair bufs after CTS 0, cell type with the highest aggregate area in the netlist edfxtp_1, synthesized area per cell between 10 and 15 um2, total cells reported by yosys after synthesis between 500 and 600, count of input and output buffers 1, Clock Tree Root clkbuf_16, Synth top area share a little under three fifths, Mapped Area approximately 6000 um2, placer's final routability congestion estimate approximately 0.89, DIE WIDTH between 100 and 150 um, number of hold buffers added after cts 0, most frequent cell after synthesis edfxtp_1, count of pins on the block boundary 28, Bufs on Longest Clock Path 2, area fraction in and, or, nand and nor cells after synthesis 12.2%, stop err [error] [KeplerFormal.cpp:679] Workflow failed: Iso has multiple drivers: .RWB0, RWB$_DFFE_PP_.Q0, number of unique standard cell types used by synthesis around 58, number of enable flip-flop cells 115, last step reached clock tree synthesis, CTS Buf Count 17, count of standard-cell rows slightly above 50, top area cells in the synthesized netlist edfxtp_1 (57%), ha_1 (6.4%), a21oi_1 (3.8%), mux2_2 (3.1%), nand2_1 (3.0%), status stopped before the end, leading post-synthesis cells by instance count edfxtp_1 (115), nand2_1 (48), a21oi_1 (46), ha_1 (31), nor2_1 (27), AND-OR/OR-AND share of the synthesized area 14.4%
[stage by stage]
step           worst slack [ns]  instances  hold slack, ns  instance area, um2  utilization (%)
3_3_place_gp               2.32        769           0.505                6460             32.7
3_5_place_dp               2.32        769           0.510                6460             32.7
2_1_floorplan              2.68        510           0.503                6100                -
[logic make-up after synthesis]
| family | after synthesis |
|---|---|
| AOI/OAI and AO/OA | 134 |
| xor gates and xnor gates | 31 |
| adders and majority gates | 33 |
| buffers and inverters | 30 |
| DFF | 116 |
| muxes | 17 |
| other | 1 |
| and+or+nand+nor | 148 |
